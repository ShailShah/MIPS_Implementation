File: /design/flow/config.mk
export PLATFORM = sky130hd
export DESIGN_NAME = mux2to1_32bit
export DESIGN_NICKNAME = mux2to1_32bit
export VERILOG_FILES = /design/flow/design.v
export SDC_FILE = /design/flow/constraint.sdc
export NUM_CORES = 4
export LEC_CHECK = 1
export CORE_AREA = 10 10 71 71
export DIE_AREA = 0 0 81 81
File: /design/flow/constraint.sdc
current_design mux2to1_32bit

set clk_period 1.0
set clk_io_pct 0.2

create_clock -name clk0 -period $clk_period

set non_clock_inputs [all_inputs -no_clocks]
set_input_delay [expr $clk_period * $clk_io_pct] -clock clk0 $non_clock_inputs
set_output_delay [expr $clk_period * $clk_io_pct] -clock clk0 [all_outputs]
File: /design/flow/design.v
module mux2to1_32bit(input [31:0] in0, input [31:0] in1, input Sel, output reg [31:0] muxOut);
	always @ (in0,in1,Sel)
	begin
		if(~Sel)
			muxOut=in0;
		else
			muxOut=in1;
	end
endmodule
File: /design/flow/run.sh
#!/bin/bash
# OpenROAD 26Q1-2900-gdf79404cd8, Yosys 0.63+post, stock flow scripts
make -C /OpenROAD-flow-scripts/flow DESIGN_CONFIG=/design/flow/config.mk WORK_HOME=/design/flow/orfs finish
==> out/qor.txt <==
Number of I/O pins = 97
Maximum clock rate = 856.5 MHz
Final RePlAce weighted congestion = 0.8420
Syn. warnings = 1
Setup TNS Final = -3.890 ns
Placed insts = 181
Worst Setup EP = muxOut[22]
Status = complete, but fails checks
P_sw = 140.1 µW
Filler cell count = 366
Hold Buf Count CTS = 0
Minimum clock period = 1.168 ns
Die width = 81 µm
Distinct cells, synth = 4
Average cell area after synthesis = 15.12 µm²
Comb area = 480.5 µm²
Startpoint Class = input pin
Total gr overflow = 0
Yosys stat chip area = 544.3 µm²
Share of the yosys chip area belonging to registers = 0%
Seq pwr share = 0%
Post-DP Area = 1529 µm²
Pint = 491.0 µW
Initial antenna violation count = 0
Core Area = 3633 µm²
Tot GR Track Use = 7.561%
Met1 Use GR = 8.568%
Power share of the clock group = 0%
Dpl ws = -0.5175 ns
M2 GR Usage = 13.61%
Layout clock buffer count = 0
Flops = 0
Sequential Area = 0 µm²
Iter 0 DRT Violations = 2
Worst vdd ir = 0.1441 mV
RSZ-0062 raised after global routing = yes
Leakage = 0.0008703 µW
Pin count of the biggest net entering global routing = 11
First-pass GRT wire length = 3988 µm
Crit-path max FO = 5
DRT antenna net count = 0
# rows = 22
Ant. Diodes = 0
Gr busiest metal = met2
Final wirelength = 2811 µm
Port Buffer Count = 97
Die area = 6561 µm²
Hold Fails Final Rpt = 0
Crit path DAT = 0.97 ns
# Cells Yosys = 36
Post-Layout Cell Count = 188
Fp util = 14.98%
Final instance area = 1603 µm²
Logic pwr share = 100.0%
Drt pass-1 iters = 2
Synth Instances = 36
Synth Cell Area = 544.3 µm²
Wire per inst = 14.95 µm
Max-slew violations = 0
Share of layout cells above drive strength 1 = 54.29%
Max-Cap Viols = 0
Slew HR = 94.35%
Kind of critical path = input pin to output port
OpenROAD warnings = 34
Residual DRC = 0
Via density = 3.745
Critical Path Source = Sel
Vias in the first global route = 757
Net Sw Frac = 22.20%
Met3 usage = 3.341%
Layout area overhead = 194.5%
Fin worst setup slack = -0.1676 ns
Post-DP HPWL = 2521 µm
Final setup violation count = 32
HP Class = input pin to output port
Slew @ Worst Pin = 0.08479 ns
Vias after detailed routing = 704
Cycle use final = 116.8%
Critical Path End Type = output port
Die height = 81 µm
Pwr/cell area = 393.8 nW/µm²
Critical path data required time = 0.80 ns
Failing checks = negative setup slack
==> stage by stage <==
stage	hold slack (ns)	total power [µW]	util [%]
3_5_place_dp	1.249	653.4	42.08
2_1_floorplan	0.4977	206.3	-
4_1_cts	0.8031	609.4	42.73
5_1_grt	0.8087	677.7	44.11
6_report	0.7968	631.1	44.11
3_3_place_gp	1.251	650.2	42.08
==> worst min-delay path by stage <==
stage / start / endpoint / slack, ns / cells past startpoint
after global routing: in0[11] / muxOut[11] / 0.81 / 3
final: in0[23] / muxOut[23] / 0.80 / 3
after CTS: in0[22] / muxOut[22] / 0.80 / 3
==> power groups by stage <==
stage,combinational (µW),sequential (µW),clock [µW]
6_report,631,0,0
4_1_cts,609,0,0
5_1_grt,678,0,0
==> synthesized netlist by cell type, drive strengths merged <==
master | instances | share of area (%)
buf | 4 | 13
mux2 | 32 | 87
==> cell families (layout without fill, tap and decap cells) <==
kind of cell	after synthesis	in the layout	synth area share (%)
muxes	32	32	86.90
buffers and inverters	4	108	13.10
==> cell usage in the layout, fill, tap and decap left out <==
cell type | netlist | final
buf_8 | 0 | 2
buf_2 | 0 | 8
dlygate4sd2_1 | 0 | 64
buf_4 | 0 | 1
buf_12 | 3 | 6
mux2_4 | 30 | 32
buf_6 | 1 | 27
==> layer usage <==
metal  routed length, µm  vias up
met5                   0        -
met4                   0        0
met3                 380        0
met2                1409       50
met1                1021      308
li1                    -      346
==> cell type report <==
class | count | area share [%]
multi-input cells | 32 | 29.98
well taps | 48 | 3.747
repair buffers | 108 | 66.28
==> repair_timing <==
action                     4_1_cts  5_1_grt
gates cloned                     0        0
gates resized                  192        8
setup endpoints to repair       32       32
buffers inserted                 7        0
==> critical path, stage by stage <==
cell and delay [ns]:
buf_12 0.11, buf_8 0.12, buf_12 0.12, mux2_4 0.30, buf_6 0.11
Power is estimated from default activity; no workload was simulated.
