<file path="design/flow/design.v">
module mux4to1_32bit(input [31:0] in0, input [31:0] in1, input [31:0] in2, input [31:0] in3, input [1:0] Sel, output reg [31:0] muxOut);
	always @ (in0,in1,in2,in3,Sel)
	begin
		case(Sel)
			2'd0:	muxOut=in0;
			2'd1:	muxOut=in1;
			2'd2:	muxOut=in2;
			2'd3:	muxOut=in3;
		endcase
	end
endmodule
</file>
<file path="design/flow/run.sh">
#!/bin/bash
# OpenROAD 26Q1-2900-gdf79404cd8, Yosys 0.63+post, stock flow scripts
make -C /OpenROAD-flow-scripts/flow DESIGN_CONFIG=/design/flow/config.mk WORK_HOME=/design/flow/orfs finish
</file>
<file path="design/flow/config.mk">
export PLATFORM = sky130hd
export DESIGN_NAME = mux4to1_32bit
export DESIGN_NICKNAME = mux4to1_32bit
export VERILOG_FILES = /design/flow/design.v
export SDC_FILE = /design/flow/constraint.sdc
export NUM_CORES = 4
export LEC_CHECK = 1
export CORE_AREA = 10 10 95 95
export DIE_AREA = 0 0 105 105
</file>
<file path="design/flow/constraint.sdc">
current_design mux4to1_32bit

set clk_period 1.1
set clk_io_pct 0.2

create_clock -name clk0 -period $clk_period

set non_clock_inputs [all_inputs -no_clocks]
set_input_delay [expr $clk_period * $clk_io_pct] -clock clk0 $non_clock_inputs
set_output_delay [expr $clk_period * $clk_io_pct] -clock clk0 [all_outputs]
</file>
==> run summary <==
status = finished, violations left
failing checks = negative setup slack
hold_buf cts = 0
yosys stat chip area = 814.5 um^2
wire per inst = 22.08 um
Core Footprint = 6907 um^2
final hold slack = 0.9219 ns
pre-CTS setup slack = -0.8707 ns
Static Leakage = 0.001140 uW
Post-Synthesis Cells = 39
Iter 0 DRT Violations = 12
count of tool warnings = 35
DRC Markers = 0
flop count = 0
Die Width = 105 um
first-pass GRT wire length = 9660 um
vias in the first global route = 1557
Setup WS post-layout = -0.2515 ns
Port Buf Inserts = 162
M3 GR Usage = 6.584%
Slew Limit Fails = 0
maximum vdd drop = 0.1360 mV
Yosys warning count = 1
fin cells = 304
Total GRT Usage = 11.66%
max cap viols = 0
final hold vios = 0
drt total wl = 6712 um
most used routing layer = met2
Post-Syn Area = 814.5 um^2
Seq share, synth = 0%
pwr dens = 333.6 nW/um^2
Critical Path End Type = output pin
Congestion Overflow GR = 0
Syn Area/Cell = 20.89 um^2
fraction of layout cells with a size suffix above 1 = 37.25%
Initial Util = 11.79%
pin count of the biggest net entering global routing = 17
CP Class = input port to output pin
via/cell ratio = 4.039
ys cells = 39
fin crit period = 1.351 ns
Relative slew margins = 92.44%
Die H = 105 um
Final GP Congestion = 0.8122
setup_tns = -7.343 ns
data required time at the worst endpoint = 0.88 ns
initial antenna violation count = 5
fin crit share = 122.9%
fmax = 739.9 MHz
RSZ-0062 raised after global routing = true
DRT antenna net count = 0
die area = 11030 um^2
Slew @ Worst Pin = 0.1135 ns
register area = 0 um^2
CP Max Fanout = 7
Layout area overhead = 196.5%
met2 Use GR = 19.22%
GR Util met1 = 13.86%
Worst Setup Start Kind = input port
row cnt = 30
power after layout = 805.7 uW
Post-Place Cells = 294
Worst Hold Class = input port to output pin
Fillers = 757
IO Pins = 162
CP arrival = 1.13 ns
# clk buffers = 0
Unique cell types = 5
via count = 1228
Setup-failing EPs final = 32
1st-pass router iterations = 4
[worst max-delay path, stage by stage]
cell	delay, ns
buf_16	0.14
buf_12	0.13
mux4_2	0.50
buf_2	0.13
[power by group]
group	internal (uW)	switching [uW]	total, uW
registers	0	0	0
logic	590	215	806
clock network	0.000486	0	0.000486
[layer usage]
| metal | part of all wire (%) | up-vias |
|---|---|---|
| li1 | - | 546 |
| met1 | 41 | 551 |
| met2 | 45 | 127 |
| met3 | 13 | 2 |
| met4 | 0.015 | 2 |
| met5 | 0.19 | - |
[placed cells by master, fill, tap and decap left out]
master         count
buf_12             3
diode_2            4
buf_6              2
buf_2             31
dlygate4sd2_1    128
bufbuf_16          1
buf_4              1
buf_16             6
mux4_2            32
[through the flow]
| stage | util, % | instance area (um^2) |
|---|---|---|
| 2_1_floorplan | - | 823.3 |
| 3_3_place_gp | 36.49 | 2520 |
| 3_5_place_dp | 36.49 | 2520 |
| 4_1_cts | 34.82 | 2405 |
| 5_1_grt | 34.86 | 2407 |
| 6_report | 34.96 | 2415 |
[synth_stat cells (all sizes together)]
library cell	number	area, um^2
mux4	32	728.2
buf	7	86.33
[final cells by class]
type | instances | area (um^2) | share of cell area [%]
well taps | 96 | 120.1 | 4.974
multi-input cells | 32 | 720.7 | 29.84
repair buffers | 172 | 1564 | 64.77
diodes | 4 | 10.01 | 0.4145
[what timing repair did]
| item | in CTS | in global routing |
|---|---|---|
| resized | 252 | 0 |
| setup endpoints to repair | 32 | 32 |
| buffers inserted | 0 | 0 |
| cloned | 6 | 0 |
[logic make-up (layout without fill, tap and decap cells)]
group	after synthesis	in the layout	share of synthesized area [%]
buffers and inverters	7	172	10.60
other	0	4	0
muxes	32	32	89.40
[worst paths after layout]
| check | from | endpoint | cells past startpoint |
|---|---|---|---|
| max | Sel[0] | muxOut[25] | 4 |
| min | in0[3] | muxOut[3] | 3 |
Power figures rest on the tool's default switching activity, not on a simulated workload.
