==> ./design.v <==
module mux16to1_32bit(input [31:0] in0, input [31:0] in1, input [31:0] in2, input [31:0] in3, input [31:0] in4, input
[31:0] in5, input [31:0] in6, input [31:0] in7, input [31:0] in8, input [31:0] in9, input [31:0] in10, input [31:0] in11, input [31:0] in12, input [31:0] in13, input [31:0] in14, input [31:0] in15, input [3:0] Sel, output reg [31:0] muxOut);
	always @ (in0,in1,in2,in3,in4,in5,in6,in7,in8,in9,in10,in11,in12,in13,in14,in15,Sel)
	begin
		case(Sel)
			4'd0:	muxOut=in0;
			4'd1:	muxOut=in1;
			4'd2:	muxOut=in2;
			4'd3:	muxOut=in3;
			4'd4:	muxOut=in4;
			4'd5:	muxOut=in5;
			4'd6:	muxOut=in6;
			4'd7:	muxOut=in7;
			4'd8:	muxOut=in8;
			4'd9:	muxOut=in9;
			4'd10:	muxOut=in10;
			4'd11:	muxOut=in11;
			4'd12:	muxOut=in12;
			4'd13:	muxOut=in13;
			4'd14:	muxOut=in14;
			4'd15:	muxOut=in15;
		endcase
	end
endmodule
==> ./run.sh <==
#!/bin/bash
# OpenROAD 26Q1-2900-gdf79404cd8, Yosys 0.63+post, stock flow scripts
make -C /OpenROAD-flow-scripts/flow DESIGN_CONFIG=/design/flow/config.mk WORK_HOME=/design/flow/orfs finish
==> ./config.mk <==
export PLATFORM = sky130hd
export DESIGN_NAME = mux16to1_32bit
export DESIGN_NICKNAME = mux16to1_32bit
export VERILOG_FILES = /design/flow/design.v
export SDC_FILE = /design/flow/constraint.sdc
export NUM_CORES = 4
export LEC_CHECK = 1
export CORE_AREA = 10 10 216 216
export DIE_AREA = 0 0 226 226
==> ./constraint.sdc <==
current_design mux16to1_32bit

set clk_period 8.3
set clk_io_pct 0.2

create_clock -name clk0 -period $clk_period

set non_clock_inputs [all_inputs -no_clocks]
set_input_delay [expr $clk_period * $clk_io_pct] -clock clk0 $non_clock_inputs
set_output_delay [expr $clk_period * $clk_io_pct] -clock clk0 [all_outputs]
==> reports/metrics.csv <==
stage;metric;value;unit
pwr;switching_share;0.396;
critical_path;end_kind;primary output;
yosys;yosys_cells;607;
yosys;syn_area_per_cell;6.75;sq um
drt;drt-pass1-iter-count;5;
drt;first_iter_violations;529;
worst_hold_path;min-delay-start;in0[30];
outcome;outcome;complete, no violations;
yosys;ys_seq_share;0;
yosys;syn_area;4100;sq um
die;fp-utilization;0.0976;
critical_path;crit_type;primary input to primary output;
yosys;ys_area;4100;sq um
cells_and_area;drive_gt1_frac;0.0594;
final_timing;fin_crit_sh;0.791;
final_timing;tightest_slew;0.753;ns
critical_path;cp_max_fo;32;
worst_hold_path;hold_depth;4;
drt;viasPerCell;4.79;
cells_and_area;fill_cells;4588;
clock_tree;post_cts_buffers;0;
final_timing;whs;4.27;ns
global_route;grt-ovfl-total;0;
worst_hold_path;hold_path_class;primary input to primary output;
placed_design;port_buffers;548;
die;fp.coreArea;41900;sq um
final_timing;fin_tns_setup;0;ns
cells_and_area;flops;0;
job;maxCapViolCount;0;
cells_and_area;area_growth;146;%
final_timing;fin_crit;6.56;ns
cells_and_area;seq_area;0;sq um
global_route;antenna_found_initial;0;
cells_and_area;logic_area;3750;sq um
job;tool_warnings;32;
final_timing;setup_viol;0;
yosys;synth.distinct_cells;46;
placed_design;place_area;10100;sq um
cells_and_area;n_clock_buffer;0;
drt;drt.antenna.violating_nets;0;
pwr;intPower;336;uW
die;rows;75;
final_timing;relSlewSlack;0.497;
yosys;area_leaders;a22oi_1 (15%), a22o_1 (12%), a2111oi_2 (7.3%);
pwr;leakage;0.00337;uW
drt;drcViolationCount;0;
global_route;track_usage;0.175;
pwr;p_sw;221;uW
placed_design;gp_congestion;0.931;
drt;wirelength;46.9;mm
critical_path;crit_path_start;Sel[3];
final_timing;fmax;152;MHz
yosys;ys_top_cells_by_count;a22oi_1 (84), a22o_1 (56), nand3_1 (50);
yosys;yosysWarnings;1;
placed_design;dpl.hpwl;38.3;mm
die;die_w;226;um
worst_hold_path;min_to;muxOut[30];
die;die-area;51100;sq um
pwr;ir_worst_vdd;0.0165;mV
global_route;grt_pass1_wl;64.0;mm
global_route;grt_pass1_vias;8595;
critical_path;arrival;4.90;ns
critical_path;worstSetupStartpointType;primary input;
cells_and_area;fin_area;10100;sq um
yosys;postSynthCellCount;607;
final_timing;rsz0062_at_grt;no;
final_timing;hold_violations;0;
yosys;top_cell;a22oi_1;
yosys;yosysTopAreaCell;a22oi_1;
die;fp.dieH;226;um
clock_tree;holdBufCountCts;0;
die;ios;548;
final_timing;drv_slew;0;
drt;vias;7838;
critical_path;crit_required;6.64;ns
pwr;p_per_area;55.3;nW/um^2
drt;wl_per_cell;28.7;um
global_route;grt_max_degree;52;
clock_tree;ctsResizeCount;0;
yosys;top_cell_area_share;0.154;
-- cell families (layout without fill, tap and decap cells) --
logic type | count (synthesis) | count (layout) | synth area share
mux | 24 | 24 | 0.0587
compound gates | 363 | 363 | 0.683
buf+inv | 86 | 573 | 0.101
simple gates | 134 | 134 | 0.157
other cells | 0 | 2 | 0
-- cells in the final DEF (no fill, tap or decap), types with 4 or more instances in the layout --
cell type,instances
nand2b_1,5
a22oi_1,84
nor2b_4,5
clkdlybuf4s50_1,544
a22o_1,56
nand2_1,13
nor3_1,4
buf_4,24
a31oi_1,28
nor2_1,35
a21oi_1,30
a211o_1,23
a211oi_1,4
o21ai_0,38
o22ai_1,32
a221oi_1,28
nand3_1,50
a2111oi_2,20
mux2i_1,24
-- critical path, stage by stage --
cell             delay (ns)
buf_2                  0.33
buf_4                  0.50
inv_2                  0.24
nand2_2                0.30
buf_4                  0.35
o22ai_1                0.15
a2111oi_2              0.68
a21oi_1                0.17
clkdlybuf4s50_1        0.48
-- per-layer routing --
| metal | track usage | wire length [um] | share of wire | up-vias |
|---|---|---|---|---|
| met4 | 0.0316 | 937 | 0.020 | 0 |
| met2 | 0.309 | 23300 | 0.50 | 500 |
| met1 | 0.214 | 18700 | 0.40 | 3759 |
| met5 | 0 | 0 | 0 | - |
| met3 | 0.0385 | 3950 | 0.084 | 48 |
| li1 | - | - | - | 3531 |
-- worst max path at each step --
stage / endpoint
6_report: muxOut[21]
5_1_grt: muxOut[21]
4_1_cts: muxOut[21]
-- layout make-up --
class              count  share of cell area
inverters              3             0.00112
well taps            539              0.0669
multi-input cells    521               0.372
diodes                 2            0.000497
repair buffers       570               0.559
-- stage by stage --
stage	power, uW	utilization	std cells	setup slack, ns
floorplan	165	-	607	3.74
CTS	560	0.240	1633	1.73
detailed placement	558	0.240	1633	1.75
finish	557	0.240	1635	1.74
global placement	559	0.240	1633	1.78
global route	592	0.240	1633	1.61
-- power by group through the flow --
stage	sequential [uW]	combinational (uW)	clock (uW)
after global routing	0	592	0
after CTS	0	560	0
Power figures rest on the tool's default switching activity, not on a simulated workload.
